<file path="flow/config.mk">
export PLATFORM = sky130hd
export DESIGN_NAME = EX_MA_Buffer
export DESIGN_NICKNAME = EX_MA_Buffer
export VERILOG_FILES = /design/flow/design.v
export SDC_FILE = /design/flow/constraint.sdc
export NUM_CORES = 4
export LEC_CHECK = 1
export CORE_AREA = 10 10 132 132
export DIE_AREA = 0 0 142 142
</file>
<file path="flow/constraint.sdc">
current_design EX_MA_Buffer

set clk_period 1.0
set clk_io_pct 0.2

create_clock -name clk0 -period $clk_period [get_ports {clk}]

set non_clock_inputs [all_inputs -no_clocks]
set_input_delay [expr $clk_period * $clk_io_pct] -clock clk0 $non_clock_inputs
set_output_delay [expr $clk_period * $clk_io_pct] -clock clk0 [all_outputs]
</file>
<file path="flow/design.v">
module EX_MA_Buffer(clk, ALU_RESULT, ZERO_FLAG, CARRY_FLAG, NEW_RS1, RD,
				pALU_RESULT, pZERO_FLAG, pCARRY_FLAG, pNEW_RS1, pRD); 
	input clk;	 
	input [31:0] ALU_RESULT, NEW_RS1, RD;
	input ZERO_FLAG, CARRY_FLAG; 
	output reg [31:0] pALU_RESULT, pNEW_RS1, pRD;
	output reg pZERO_FLAG, pCARRY_FLAG; 
	always @(posedge clk)
	begin
		pALU_RESULT = ALU_RESULT;  
		pNEW_RS1 = NEW_RS1;
		pRD = RD;		
		pZERO_FLAG = ZERO_FLAG;
		pCARRY_FLAG = CARRY_FLAG;
	end	
endmodule	
</file>
<file path="flow/run.sh">
#!/bin/bash
# OpenROAD 26Q1-2900-gdf79404cd8, Yosys 0.63+post, stock flow scripts
make -C /OpenROAD-flow-scripts/flow DESIGN_CONFIG=/design/flow/config.mk WORK_HOME=/design/flow/orfs finish
</file>
==> impl_metrics.tcl <==
# flow metrics
set metrics [dict create \
    run_status "complete, no violations" \
    nMultiInputCombCells 0 \
    crit_fanout 1 \
    top_cells_by_count "dfxtp_1 (98)" \
    first_global_vias 1716 \
    routed-wl-met3_um 1240 \
    ctsHtreeMaxLevel 3 \
    post_synth_inst_count 98 \
    vias_per_cell 3.05 \
    dp_hpwl_um 5860 \
    cts.sinks 98 \
    synth_stat.cells 98 \
    crit_path_top_delay_cell "dfxtp_2" \
    cp.required_ns 0.80 \
    drt-total-wl_um 6890 \
    cts-root-buf "clkbuf_16" \
    final_core_utilization 0.275 \
    yosysUniqueCellTypes 1 \
    vias_after_detailed_routing 1503 \
    post_layout_minimum_cycle_time_ns 0.959 \
    ys_chip_area_um2 1960 \
    die_area_um2 20200 \
    detail_route.first_pass.iterations 4 \
    globalRouteOverflowTotal 0 \
    cts_bufs_inserted 9 \
    layout.filler_cells 1514 \
    grt_first_pass_wirelength_um 10100 \
    met2_length_um 3020 \
    maximum_number_of_pins_on_one_net_before_global_route_repair 15 \
    avgRoutedWirePerCell_um 14.0 \
    power_leakage_nw 1.75 \
    drc 0 \
    mappedNetlistArea_um2 1960 \
    critical_path.n_buffers_inverters 1 \
    synthesis.area_per_instance_um2 20.0 \
    worst_setup_path_start_kind "flop" \
    maxSlewHeadroom 0.927 \
    synth_sequential_area_ratio 1.00 \
    synth_dominant_cell_count "dfxtp_1" \
    achievable-frequency_ghz 1.04 \
    grt_setup_unrepaired "yes" \
    timing.critical_path.slowest_cell_delay_ns 0.32 \
    std_cell_rows 44 \
    place_inst 478 \
    drv_cap 0 \
    min_path_type "input port to flop" \
    final_max_slew_viol_count 0 \
    critical_path_arrival_ns 0.76 \
    num_antenna_cells 0 \
    crit_type "flop to output pin" \
    layout-drive-gt1-share 0.379 \
    placeableCoreArea_um2 14500 \
    power.ir.vdd_worst_mv 0.844 \
    path_cells "buf_6" \
    setup-violations-final 0 \
    globalplace.congestion 0.734 \
    antenna_found_initial 0 \
    critical_path.top_delay_family "flip-flops" \
    tritoncts "built" \
    met1_length_um 2490 \
    clk_pin_slew_worst_paths_ns 0.06 \
    highest-signal-layer "met4" \
    finalClockPeriodUsage 0.959 \
    cellPowerDensity_nw_per_um2 2060 \
    most_used_flip_flop_cell "dfxtp_1" \
    port-buffer-count 196 \
    async_flop_share 0 \
    dr.first_iter.drc_count 22 \
    die_h_um 142 \
    critPathCaptureType "output pin" \
    ys_warn_count 1 \
    ports 197 \
    finalNonFillerCells 493 \
    post-synth-top-area-fraction 1.00 \
    yosysTopAreaCell "dfxtp_1" \
    die-width_um 142 \
    main_area_contributors_after_synthesis "dfxtp_1 (100%)" \
    max_slew.worst_pin.slew_ns 0.110 \
    global_route.usage.total 0.0654 \
    ys.flops 98 \
    post_synthesis_to_final_layout_area_growth_pct 104 \
    mi_logic_area_um2 0 \
    postRouteAntennaNets 0 \
    tns_ns 0 \
    floorplan_utilization 0.135 \
    hold_viol 0 \
    clock_path_buffers 2 \
    timing.hold.ws_ns 0.296 \
    count_of_library_flops_with_an_enable_pin 0 \
    warning_count 26 \
]
flip-flops by register name (all words and copies together), names as in the netlist:
| signal | count |
|---|---|
| pNEW_RS1 | 32 |
| pALU_RESULT | 32 |
| pCARRY_FLAG | 1 |
| pRD | 32 |
| pZERO_FLAG | 1 |
stage by stage:
step           power, mW  cell area (µm²)  setup WS (ns)
2_1_floorplan       4.19             1960          0.538
6_report            8.22             3990         0.0409
3_3_place_gp        5.01             4150        -0.0227
3_5_place_dp        5.02             4150        -0.0258
4_1_cts             8.40             3980        0.00687
5_1_grt             8.59             3990      -0.000930
logic make-up (layout without fill, tap and decap cells):
group | Yosys count | count (layout) | share of synthesized area
DFF | 98 | 98 | 1.00
buffers and inverters | 0 | 211 | 0
report_power, final:
part           switching, mW  internal (mW)
sequential            0.0422           4.12
clock                   1.33           2.17
combinational         0.0942          0.463
placed cells by master, fill, tap and decap left out:
cell type,count
buf_2,95
buf_6,3
bufinv_16,2
clkbuf_1,3
clkbuf_16,9
clkdlybuf4s50_1,98
clkinv_2,1
dfxtp_1,91
dfxtp_2,7
worst paths after layout:
check / from / slack [ns] / endpoint / cells past startpoint
max: pRD[23]$_DFF_P_ / 0.04 / pRD[23] / 1
min: NEW_RS1[19] / 0.30 / pNEW_RS1[19]$_DFF_P_ / 1
metal layers:
metal,track usage,vias up
met4,0.0118,0
met5,0,-
met1,0.0698,648
met3,0.0552,12
met2,0.0984,131
li1,-,712
final cells by class:
type	instances	area, µm²	area share
Clock buffer	12	236	0.0592
Clock inverter	3	65.1	0.0163
Sequential cell	98	1970	0.494
Tap cell	184	230	0.0577
Timing Repair Buffer	196	1490	0.373
what timing repair did:
item                                    in CTS  in global routing
hold buffers                                 0                  0
buffers inserted                             0                  0
endpoints found under the setup margin      98                  3
endpoints found under the hold margin        0                  0
gates resized                              315                  3
Power is estimated from default activity; no workload was simulated.
