## design/flow/config.mk

```make
export PLATFORM = sky130hd
export DESIGN_NAME = mux4x1
export DESIGN_NICKNAME = mux4x1
export VERILOG_FILES = /design/flow/design.v
export SDC_FILE = /design/flow/constraint.sdc
export NUM_CORES = 4
export LEC_CHECK = 1
export CORE_AREA = 10 10 84 84
export DIE_AREA = 0 0 94 94
```

## design/flow/constraint.sdc

```tcl
current_design mux4x1

set clk_period 1.5
set clk_io_pct 0.2

create_clock -name clk0 -period $clk_period

set non_clock_inputs [all_inputs -no_clocks]
set_input_delay [expr $clk_period * $clk_io_pct] -clock clk0 $non_clock_inputs
set_output_delay [expr $clk_period * $clk_io_pct] -clock clk0 [all_outputs]
```

## design/flow/design.v

```verilog
module mux2x1(x,y,s,z);
	input [31:0]x,y;   
	input s;
	output reg [31:0]z;
	always @ (x or y or s)	
	begin 
		if(s==0)
			z = x;
		else
			z = y; 
	end
endmodule	
module mux4x1(a1,a2,a3,a4,s,z);
	input [31:0]a1,a2,a3,a4;   
	input [1:0]s;
	output reg [31:0] z;
	always @ (a1 or a2 or a3 or a4 or s)	
	begin 
		case(s)
	      2'b00: 
		  	z = a1;
	      2'b01: 
		  	z = a2;
	      2'b10: 
		  	z = a3;
	      2'b11: 
		  	z = a4;
	      default: 
		  	z = a1; 
	    endcase
	end
endmodule
```

## design/flow/run.sh

```bash
#!/bin/bash
# OpenROAD 26Q1-2900-gdf79404cd8, Yosys 0.63+post, stock flow scripts
make -C /OpenROAD-flow-scripts/flow DESIGN_CONFIG=/design/flow/config.mk WORK_HOME=/design/flow/orfs finish
```

==> reports/qor.csv <==
stage;metric;value;unit
worst_setup_path;cp_slowest_cell;mux4_2;
sta;tns;0;ns
drt;wirelength;6030;um
pwr;pwr_density_cell;243;nW/um^2
drt;viasPerCell;4.42;
drt;drc;0;
sta;setup_ws;0.00484;ns
grt;overflow;0;
pwr;p_leak;1.11;nW
pwr;peakVddDrop;0.110;mV
die;rows;26;
die;io_pins;162;
worst_setup_path;end_kind;output pin;
logic_synthesis;seq_area_frac_synth;0;%
grt;grt_first_pass_wirelength;9030;um
place;pre_cts_ws;-0.608;ns
sta;slew_headroom;90.0;%
run_status;outcome;finished, final reports clean;
die;die_w;94;um
logic_synthesis;syn_inst;39;
logic_synthesis;netlist.area_leader.share;82.9;%
grt;track_usage;13.7;%
final_layout;clkbuf_count;0;
drt;drt_first_pass_iters;3;
hold_path;min_from;a3[27];
logic_synthesis;area_leaders;mux4_2, buf_12, mux4_1;
logic_synthesis;yosys.area.top_type;mux4_2;
sta;worst_pin_slew;0.151;ns
die;die_h;94;um
worst_setup_path;max_stage_delay;0.50;ns
logic_synthesis;ys_cells;39;
logic_synthesis;synth.distinct_cells;5;
logic_synthesis;most_common_cell;mux4_2;
job;warnings;34;
logic_synthesis;ys_area;815;sq um
place;gp_congestion;0.827;
place;portBuffers;162;
hold_path;hold-path-endpoint;z[27];
die;dieArea;8840;sq um
sta;period_used_share;99.7;%
sta;hold_violations;0;
place;hpwl;5100;um
drt;diodes;0;
grt;grt_max_degree;17;
sta;drv_slew;0;
worst_setup_path;critical-path-top-delay-family;multiplexers;
job;maxCapViolations;0;
die;core_area;5200;sq um
die;fp_util;15.6;%
drt;wire_per_inst;22.2;um
worst_setup_path;crit_required;1.20;ns
worst_setup_path;crit_fanout;6;
logic_synthesis;yosys-top-cells-count;mux4_2, buf_12, buf_2, mux4_1, buf_6;
drt;vias;1203;
sta;fmax;0.669;GHz
worst_setup_path;path_buffers;3;
hold_path;min_path_cells;3;
grt;grt_pass1_vias;1451;
cts;hold_buffers;0;
worst_setup_path;critPathKind;primary input to output pin;
final_layout;logic_area;721;sq um
hold_path;min_path_type;primary input to output pin;
logic_synthesis;synth.avg_cell_area;20.9;sq um
sta;rsz0062_at_grt;true;
worst_setup_path;critPathArrivalTime;1.20;ns
drt;drtIter0Drc;28;
sta;fin_crit;1.50;ns
sta;report.final.setup_viol;0;
final_layout;areaGrowthSynthToFinish;186;%
cts;postCtsSetupBuffers;0;
worst_setup_path;crit_path_start_kind;primary input;
final_layout;fin_util;44.7;%
grt;antenna_found_initial;0;
logic_synthesis;synth_area;815;sq um
worst_setup_path;worstPathCellList;buf_16 > buf_12 > mux4_2 > buf_6;
logic_synthesis;yosysWarnings;1;
final_layout;ff_latch_area;0;sq um
final_layout;drive_above_1_share;36.6;%
final_layout;ff_count;0;
final_layout;num-fill-cells;549;
drt;ant_nets;0;
-- final cells by class --
cell class	instances	share of cell area [%]
well taps	70	3.77
multi-input cells	32	31.0
repair buffers	170	65.3
-- worst max-delay path by stage --
stage,to,start,slack (ns),cells after the start
CTS,z[12],s[0],-0.0009,4
finish,z[17],s[0],0.005,4
global route,z[17],s[0],-0.03,4
-- repair_timing --
item                                   in CTS  in global routing
resized                                   247                  1
cloned                                      5                  0
setup endpoints to repair                  32                 32
endpoints found under the hold margin       0                  0
-- logic make-up (layout without fill, tap and decap cells) --
kind of cell	after synthesis	in the layout	synth area share, %
multiplexers	32	32	89.4
buffers and inverters	7	170	10.6
-- worst min-delay path: cells and delay by family --
kind,cells,cell delay [ns]
mux,1,0.21
buf+inv,2,0.28
-- routing by layer --
layer | part of all wire [%] | GRT usage (%) | vias up
li1 | - | - | 540
met1 | 39 | 16.3 | 565
met2 | 50 | 24.3 | 98
met3 | 11 | 5.33 | 0
met4 | 0 | 0 | 0
met5 | 0 | 0 | -
-- stage by stage --
stage | total power, W | instances | hold WS (ns) | area (sq um)
floorplan | 0.000189 | 39 | 0.686 | 815
global placement | 0.000721 | 267 | 1.60 | 2490
detailed placement | 0.000722 | 267 | 1.59 | 2490
CTS | 0.000578 | 272 | 1.09 | 2320
global route | 0.000616 | 272 | 1.10 | 2330
finish | 0.000565 | 272 | 1.08 | 2330
-- report_power, final --
| part | total [W] | internal, W | leakage (nW) | switching [W] |
|---|---|---|---|---|
| combinational | 0.000565 | 0.000419 | 1.11 | 0.000146 |
| sequential | 0 | 0 | 0 | 0 |
| clock | 0 | 0 | 0 | 0 |
| total | 0.000565 | 0.000419 | 1.11 | 0.000146 |
-- placed cells by master (no fill, tap or decap) --
| master | n |
|---|---|
| mux4_2 | 32 |
| dlygate4sd2_1 | 128 |
| buf_2 | 32 |
| buf_6 | 1 |
| buf_12 | 3 |
| buf_16 | 6 |
Power and IR drop assume default switching activity.
