$ cat design.v
module ALU32 (X,Y,AluOp, Z,ZeroFlag,CarryFlag);
	input [31:0] X,Y;     
	input [1:0] AluOp ;   
	output reg [31:0] Z;  
	output reg ZeroFlag;  
	output reg CarryFlag;  
	initial begin 	 
        ZeroFlag <= 0;
        CarryFlag <= 0; 
  	end 		  
	always @(*)
	begin	   
		case(AluOp)
	     2'b00:  
	     	Z = X & Y;  
	     2'b01:  
	         Z = X + Y;
	     2'b10:  
		 	Z = X - Y;
		 2'b11:  
	         Z = 32'd0;
	     default: 
		    Z = 32'd0; 
		endcase	
		$monitor("x=%h y=%h op=%h z=%h  zero=%h carry=%h ",X,Y,AluOp,Z,ZeroFlag,CarryFlag);	   
		if (Z == 32'd0) 
			ZeroFlag = 1;	    
		else 
			ZeroFlag = 0;	 
		if (Z[31] == 1'b0)  
			CarryFlag = 0;		    
		else 		   
			CarryFlag = 1;
	end					  
endmodule
$ cat run.sh
#!/bin/bash
# OpenROAD 26Q1-2900-gdf79404cd8, Yosys 0.63+post, stock flow scripts
make -C /OpenROAD-flow-scripts/flow DESIGN_CONFIG=/design/flow/config.mk WORK_HOME=/design/flow/orfs finish
$ cat config.mk
export PLATFORM = sky130hd
export DESIGN_NAME = ALU32
export DESIGN_NICKNAME = ALU32
export VERILOG_FILES = /design/flow/design.v
export SDC_FILE = /design/flow/constraint.sdc
export NUM_CORES = 4
export LEC_CHECK = 1
export CORE_UTILIZATION = 40
$ cat constraint.sdc
current_design ALU32

set clk_period 23.7
set clk_io_pct 0.2

create_clock -name clk0 -period $clk_period

set non_clock_inputs [all_inputs -no_clocks]
set_input_delay [expr $clk_period * $clk_io_pct] -clock clk0 $non_clock_inputs
set_output_delay [expr $clk_period * $clk_io_pct] -clock clk0 [all_outputs]
==> impl_metrics.xml <==
<?xml version="1.0" encoding="UTF-8"?>
<metrics>
  <group name="final_timing">
    <metric name="fmax" unit="MHz">66.6</metric>
    <metric name="grt_setup_unrepaired" unit="">no</metric>
    <metric name="final.period_utilization" unit="">0.634</metric>
    <metric name="maxSlewViolCount" unit="">0</metric>
    <metric name="setup-tns-final" unit="ns">0</metric>
    <metric name="worst_slew_pin_tran" unit="ns">0.666</metric>
    <metric name="finalCriticalPeriod" unit="ns">15.02</metric>
    <metric name="hold_violations" unit="">0</metric>
    <metric name="worst_hold_slack" unit="ns">10.48</metric>
    <metric name="worst_slew_margin_rel" unit="">0.556</metric>
    <metric name="setup_viol" unit="">0</metric>
  </group>
  <group name="drt">
    <metric name="detail_route.wl_per_cell" unit="µm">16.9</metric>
    <metric name="drt-pass1-iter-count" unit="">4</metric>
    <metric name="drc" unit="">0</metric>
    <metric name="num_antenna_cells" unit="">0</metric>
    <metric name="viasPerCell" unit="">5.81</metric>
    <metric name="via_count" unit="">3717</metric>
    <metric name="antenna_violating_nets_post_route" unit="">0</metric>
    <metric name="drt_wl_total" unit="µm">10800</metric>
    <metric name="drt_iter0_markers" unit="">165</metric>
  </group>
  <group name="layout">
    <metric name="layout.area.seq" unit="µm²">0</metric>
    <metric name="n_clock_buffer" unit="">0</metric>
    <metric name="finalNonFillerCells" unit="">640</metric>
    <metric name="fin_area" unit="µm²">4100</metric>
    <metric name="drive_gt1_frac" unit="">0.0462</metric>
    <metric name="sequential_cell_total" unit="">0</metric>
    <metric name="flow.area_growth_from_synthesis" unit="%">33.5</metric>
  </group>
  <group name="synth">
    <metric name="synth_largest_type_area_fraction" unit="">0.143</metric>
    <metric name="postSynthSeqShare" unit="">0</metric>
    <metric name="synth_area" unit="µm²">3070</metric>
    <metric name="synth.yosys.num_cells" unit="">456</metric>
    <metric name="top_cells_by_area" unit="">ha_1 14%, xnor2_1 11%, a21oi_1 6.4%</metric>
    <metric name="synth.yosys.warnings" unit="">2</metric>
    <metric name="ys_chip_area" unit="µm²">3070</metric>
    <metric name="synth_area_leader_cell" unit="">ha_1</metric>
    <metric name="netlist_instances" unit="">456</metric>
    <metric name="synth.distinct_cells" unit="">73</metric>
    <metric name="syn-mean-instance-area" unit="µm²">6.74</metric>
  </group>
  <group name="power_and_ir_drop">
    <metric name="switching_power" unit="mW">0.0705</metric>
    <metric name="worst_ir_drop_on_vdd" unit="mV">0.0154</metric>
    <metric name="switching_share" unit="">0.506</metric>
    <metric name="internal_power_contribution" unit="mW">0.0688</metric>
    <metric name="p_clk_frac" unit="">0</metric>
    <metric name="power.share.combinational" unit="">1.000</metric>
    <metric name="leakage" unit="nW">1.60</metric>
    <metric name="seq_power_share" unit="">0</metric>
    <metric name="powerDensity" unit="nW/µm²">34.0</metric>
  </group>
  <group name="worst_setup_path">
    <metric name="timing.setup.critical_path_class" unit="">in -&gt; out</metric>
    <metric name="timing.critical_path.to_type" unit="">output port</metric>
    <metric name="critical_path_arrival" unit="ns">10.28</metric>
    <metric name="start_kind" unit="">input port</metric>
    <metric name="timing.critical_path.required" unit="ns">18.96</metric>
    <metric name="path_max_fanout" unit="">7</metric>
  </group>
  <group name="worst_hold_path">
    <metric name="min_to" unit="">Z[19]</metric>
    <metric name="hp-class" unit="">in -&gt; out</metric>
    <metric name="worstHoldPathCells" unit="">4</metric>
    <metric name="min-delay-start" unit="">X[19]</metric>
  </group>
  <group name="place">
    <metric name="placed_cells" unit="">640</metric>
    <metric name="gp_routability_congestion" unit="">1.07</metric>
    <metric name="io_buffer_count" unit="">100</metric>
    <metric name="dpl.hpwl" unit="µm">8810</metric>
    <metric name="postPlaceCellArea" unit="µm²">4100</metric>
  </group>
  <group name="global_routing">
    <metric name="antenna_violations_before_repair" unit="">0</metric>
    <metric name="grt_pass1_vias" unit="">3348</metric>
    <metric name="global_route.usage.total" unit="">0.274</metric>
    <metric name="total_overflow_reported_by_the_global_router" unit="">0</metric>
    <metric name="global_route_wire_length_before_repair" unit="µm">16800</metric>
    <metric name="grt_start_max_net_pins" unit="">35</metric>
  </group>
  <group name="floorplanning">
    <metric name="io-pin-count" unit="">100</metric>
    <metric name="fp.coreArea" unit="µm²">7330</metric>
    <metric name="num_rows" unit="">31</metric>
    <metric name="die_h" unit="µm">89.6</metric>
    <metric name="initial_core_util" unit="">0.419</metric>
    <metric name="die-width" unit="µm">89.6</metric>
    <metric name="fp.dieArea" unit="µm²">8030</metric>
  </group>
  <group name="job">
    <metric name="max-cap-violations" unit="">0</metric>
    <metric name="warning_total_across_the_stage_logs" unit="">35</metric>
  </group>
  <group name="clock_tree">
    <metric name="cts_repair_resize_count" unit="">0</metric>
    <metric name="cts_hold_buf" unit="">0</metric>
    <metric name="cts_post_setup_buffers_inserted" unit="">0</metric>
  </group>
  <group name="status">
    <metric name="run_status" unit="">complete, no violations</metric>
  </group>
</metrics>
## placed cells by master (no fill, tap or decap), drive strengths merged, types with 2 or more instances in the layout
| master | instances |
|---|---|
| a211o | 3 |
| clkdlybuf4s50 | 100 |
| nor4 | 8 |
| buf | 4 |
| and3b | 2 |
| nand4b | 2 |
| o22ai | 2 |
| a31oi | 9 |
| ha | 35 |
| a21boi | 4 |
| nor3b | 2 |
| and2 | 5 |
| inv | 19 |
| xor2 | 11 |
| xnor2 | 39 |
| nand2 | 32 |
| or4 | 5 |
| o2111ai | 2 |
| a21oi | 42 |
| nor2 | 39 |
| a21o | 8 |
| nor2b | 6 |
| or3 | 7 |
| o21ai | 33 |
| a211oi | 7 |
| a32oi | 2 |
| o211ai | 6 |
| nand3 | 37 |
| nand4 | 6 |
| nor3 | 15 |
| o31ai | 9 |
| and3 | 8 |
| o21a | 10 |
| o21bai | 3 |
| mux2i | 2 |
## how the worst max path moves through the flow
| stage | startpoint | end | slack [ns] | cells past startpoint |
|---|---|---|---|---|
| after global routing | Y[4] | ZeroFlag | 8.26 | 20 |
| final | Y[4] | ZeroFlag | 8.68 | 18 |
| after CTS | Y[4] | ZeroFlag | 8.75 | 18 |
## worst max-delay path: stages
cell and delay [ns]:
clkdlybuf4s50_1 0.49, nor4_1 0.55, nand4b_1 0.27, nor3_1 0.37, and3b_1 0.24, a21oi_1 0.09, xnor2_1 0.14, ha_1 0.42
and3_1 0.25, nand2_1 0.09, a211oi_1 0.27, or3_1 0.19, o211ai_1 0.18, nand3_1 0.16, or4bb_1 0.49, or4_1 0.59
nor4_2 0.27, clkdlybuf4s50_1 0.49
## metal layers
| metal | vias to the layer above | routed length [µm] | part of all wire | GRT usage |
|---|---|---|---|---|
| met1 | 1672 | 5240 | 0.49 | 0.397 |
| li1 | 1899 | - | - | - |
| met2 | 138 | 4900 | 0.45 | 0.470 |
| met4 | 0 | 97 | 0.0090 | 0.0231 |
| met3 | 8 | 556 | 0.052 | 0.0148 |
| met5 | - | 0 | 0 | 0 |
## metrics by stage
stage	setup slack, ns	util	power, mW
final	8.68	0.559	0.139
after global routing	8.26	0.559	0.154
after CTS	8.75	0.559	0.138
after detailed placement	8.75	0.559	0.137
after global placement	8.79	0.559	0.138
after floorplan	10.05	-	0.0847
## synthesized netlist by cell type (2+ instances only)
master    number
nand4b_1       2
a21o_1         7
a21oi_2        3
ha_1          35
or4_1          5
nand2_1       32
and3_1         8
a31oi_1        9
nor2_1        38
xnor2_1       39
inv_1         19
and2_1         5
nor2b_1        4
o21bai_1       3
xor2_1        11
nor3_1        14
nor3b_1        2
or3_1          7
a211oi_1       6
o21a_1         9
clkbuf_8       2
o21ai_0       29
o21ai_1        3
o22ai_1        2
buf_6          4
buf_1          3
o211ai_1       5
o31ai_1        8
clkbuf_1       8
a32oi_1        2
a21oi_1       39
nand4_1        6
a21boi_0       2
and3b_1        2
nand3_1       37
mux2i_1        2
a211o_1        2
nor4_1         7
## layout make-up
| type | instances | area [µm²] |
|---|---|---|
| fill | 716 | 3230 |
| multi-input combinational | 418 | 2870 |
| tap | 99 | 124 |
| timing repair buffer | 104 | 1030 |
| inverter | 19 | 71.3 |
## power groups by stage
stage / sequential (mW) / clock [mW] / combinational [mW]
after CTS: 0 / 0 / 0.138
after global routing: 0 / 0 / 0.154
final: 0 / 0 / 0.139
## logic make-up (layout without fill, tap and decap cells)
group / after synthesis / in the layout / share of synthesized area
simple gates: 181 / 181 / 0.312
compound gates: 148 / 148 / 0.321
xor+xnor: 50 / 50 / 0.143
buf+inv: 38 / 123 / 0.0644
fa+ha+maj: 36 / 36 / 0.149
mux: 3 / 3 / 0.0102
Power is estimated from default activity; no workload was simulated.
